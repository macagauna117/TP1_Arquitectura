[/design/flow/config.mk]
export PLATFORM = sky130hd
export DESIGN_NAME = top_ALU
export DESIGN_NICKNAME = top_ALU
export VERILOG_FILES = /design/flow/design.v
export SDC_FILE = /design/flow/constraint.sdc
export NUM_CORES = 4
export LEC_CHECK = 1
export CORE_UTILIZATION = 40
[/design/flow/constraint.sdc]
current_design top_ALU

set clk_period 3.9
set clk_io_pct 0.2

create_clock -name clk0 -period $clk_period [get_ports {clock}]

set non_clock_inputs [all_inputs -no_clocks]
set_input_delay [expr $clk_period * $clk_io_pct] -clock clk0 $non_clock_inputs
set_output_delay [expr $clk_period * $clk_io_pct] -clock clk0 [all_outputs]
[/design/flow/design.v]
`timescale 1ns / 10ps
module ALU #(
  parameter NB_OPERANDO = 8,
  parameter NB_OUT = NB_OPERANDO,
  parameter NB_OPCODE = 6
) (
  input wire [NB_OPERANDO - 1 : 0] dato_a,
  input wire [NB_OPERANDO - 1 : 0] dato_b,
  input wire [NB_OPCODE - 1 : 0] opcode,
  output wire [NB_OUT - 1 : 0] out
);
  localparam ADD = 6'b100000;
  localparam SUB = 6'b100010;
  localparam AND = 6'b100100;
  localparam OR = 6'b100101;
  localparam XOR = 6'b100110;
  localparam SRA = 6'b000011;
  localparam SRL = 6'b000010;
  localparam NOR = 6'b100111;
  reg [NB_OUT-1:0] result;
  always @(*) begin : ALU_operation
    case (opcode)
      ADD: result = dato_a + dato_b;
      SUB: result = dato_a - dato_b;
      AND: result = dato_a & dato_b;
      OR:  result = dato_a | dato_b;
      SRA: result = dato_a >>> dato_b;
      SRL: result = dato_a >> dato_b;
      XOR: result = dato_a ^ dato_b;
      NOR: result = ~(dato_a | dato_b);
      default: result = {NB_OUT{1'b0}};
    endcase
  end
  assign out =  result[NB_OUT - 1:0];
endmodule
`timescale 1ns / 1ps
module top_ALU #(
    parameter NB_OPERANDO = 8,
    parameter NB_OUT = 8,
    parameter NB_OPCODE = 6
) (
    input wire [NB_OPERANDO - 1 : 0] switches,
    input wire [2:0] botones,
    input wire clock,
    input wire out_enable,
    input wire reset,
    output reg [NB_OUT - 1 : 0] leds     
);
  reg [NB_OPERANDO - 1 : 0] reg_a;
  reg [NB_OPERANDO - 1 : 0] reg_b;
  reg [NB_OPCODE - 1 : 0] reg_opcode;
  wire [NB_OUT - 1 : 0] out;
  always@(posedge clock) begin: sincronizacion_io
    if(reset==1'b1)
      begin
        reg_a <= {NB_OPERANDO {1'b0}};
        reg_b <= {NB_OPERANDO {1'b0}};
        reg_opcode <= {NB_OPCODE {1'b0}};
        leds <= {NB_OUT {1'b0}};
      end
    else if(botones[0]==1'b1)
      reg_a <= switches;
    else if(botones[1]==1'b1)
      reg_b <= switches;
    else if(botones[2]==1'b1)
      reg_opcode <= switches;
    else if(out_enable==1'b1)
      leds <= out;
  end
ALU my_alu(.dato_a(reg_a), .dato_b(reg_b), .opcode(reg_opcode), .out(out));
endmodule
[/design/flow/run.sh]
#!/bin/bash
# OpenROAD 26Q1-2900-gdf79404cd8, Yosys 0.63+post, stock flow scripts
make -C /OpenROAD-flow-scripts/flow DESIGN_CONFIG=/design/flow/config.mk WORK_HOME=/design/flow/orfs finish
==> results.json <==
{
  "outcome": "complete, no violations",
  "pin_count": 22,
  "slowest_stage": "dfxtp_1",
  "clkSlewWorstSetupHoldPaths_ns": 0.07,
  "fp.dieH_um": 79.1,
  "hpwl_um": 4430,
  "async_flop_share_pct": 0,
  "r2r_setup_slack_ns": 0.82,
  "critical_path_depth": 11,
  "ant_nets": 0,
  "worst_path_most_repeated_cell": "nor2b_1",
  "path_class": "register to register",
  "synth_flops": 30,
  "worstReg2RegStart": "reg_opcode[1]",
  "clk_latency_ns": 0.29,
  "maxCapViolations": 0,
  "clockBufferDepth": 2,
  "numCtsBuffers": 5,
  "end_kind": "register",
  "rsz0062_at_grt": "false",
  "ctsResizeCount": 0,
  "drv_slew": 0,
  "slew_headroom_pct": 53.1,
  "synth.distinct_cells": 52,
  "antenna_cells": 0,
  "syn_area_um2": 2370,
  "fin_cells": 374,
  "wl_per_cell_um": 15.5,
  "track_usage_pct": 20.3,
  "first_pass_iters": 5,
  "rows": 27,
  "p_per_area_nw_per_um2": 294,
  "gp_congestion": 0.963,
  "ys.flop_type": "dfxtp_1",
  "drc": 0,
  "antenna_found_initial": 0,
  "cts_setup_buffers": 0,
  "crit_path_end": "leds[5]",
  "cp_cell_sequence": "nor2b_1, and2_1, mux2_2, inv_2, ha_1, nor2b_1, o2111ai_1, nand3b_1, xor2_1, a2111oi_2, a211oi_1",
  "grt_pass1_vias": 1933,
  "edf_count": 0,
  "cts_htree_levels": 2,
  "ys_seq_share_pct": 25.3,
  "worst_clock_skew_ns": 0.00754,
  "setup_viol_count_final": 0,
  "cts-root-buf": "clkbuf_8",
  "grt_max_degree": 27,
  "dieWidth_um": 79.1,
  "cts_tree": "yes",
  "core_area_um2": 5610,
  "cts-hold-fix-buffers": 0,
  "fp_util_pct": 42.3,
  "p_leak_uw": 0.00104,
  "syn_area_per_cell_um2": 8.33,
  "hp-class": "register to register",
  "post-route-period-util_pct": 79.0,
  "io_buffers": 21,
  "ir_drop_mv": 0.187,
  "routed_wl_um": 5820,
  "crit_required_ns": 4.06,
  "final_layout_size_suffix_gt1_share_pct": 8.28,
  "synth_top_area_share_pct": 25.3,
  "path_buffers": 1,
  "grt_pass1_wl_um": 9730,
  "drt-initial-drc-count": 189,
  "viasPerCell": 5.66,
  "max_freq_mhz": 325,
  "ys_warn_count": 2,
  "worst_slew_pin_slew_ns": 0.700,
  "cp.arrival_ns": 3.24,
  "yosys_area_um2": 2370,
  "synthTopCellsByArea": "dfxtp_1, ha_1, mux2i_1",
  "fin_crit_ns": 3.08,
  "worst_path_largest_cell_delay_ns": 0.64,
  "syn2layout_area_growth_pct": 13.9,
  "crit_path_start_kind": "register",
  "die_area_um2": 6250,
  "place_inst": 367,
  "r2r-end": "leds[5]",
  "largest_area_cell": "dfxtp_1",
  "warnings": 34,
  "tns_ns": 0,
  "r2r_cells": 11,
  "synth_cells": 285,
  "gr-total-overflow": 0,
  "vias": 2115,
  "synth-cells-yosys": 285,
  "crit_start": "reg_opcode[1]",
  "cpLargestDelayFamily": "simple AND/OR/NAND/NOR gates",
  "cts.sinks": 30,
  "final_hold_viol_count": 0,
  "cp_max_fo": 11
}
## sequential cells by signal, summed over array words and instances, names as in the netlist
register    flops
reg_a           8
reg_opcode      6
leds            8
reg_b           8
## placed cells by master, fill, tap and decap left out, types with 3 or more instances in the layout
cell type	count
o2111ai_1	4
nand2_1	35
a221oi_1	3
nor3_1	5
buf_4	3
mux2i_1	24
nand2b_1	6
a22o_1	4
a21oi_1	20
ha_1	24
o31ai_1	3
inv_1	16
nor2_1	30
o21ai_1	6
xnor2_1	9
o211ai_1	3
and3_1	3
nand4_1	3
dfxtp_1	30
nor2b_1	6
clkdlybuf4s50_1	21
clkbuf_8	5
## metrics by stage
stage / area, um2 / power, uW / worst slack (ns) / hold slack (ns) / util, %
final: 2710 / 794 / 0.819 / 0.449 / 48.2
after detailed placement: 2630 / 553 / 0.847 / 0.442 / 46.8
after floorplan: 2370 / 499 / 1.22 / 0.399 / -
after CTS: 2710 / 801 / 0.839 / 0.452 / 48.2
after global placement: 2630 / 555 / 0.921 / 0.434 / 46.8
after global routing: 2710 / 850 / 0.590 / 0.465 / 48.2
## worst min path at each step
stage | startpoint | to | slack (ns) | depth (start not counted)
after CTS | leds[4] | leds[4] | 0.45 | 2
after global routing | leds[4] | leds[4] | 0.46 | 2
final | leds[4] | leds[4] | 0.45 | 2
## area by class of cell
cell class | instances | area, um2
clock buffer | 5 | 68.8
clock inverter | 2 | 10.0
fill | 564 | 2900
inverter | 18 | 67.6
multi-input combinational | 223 | 1640
sequential | 30 | 601
tap | 72 | 90.1
timing repair buffer | 24 | 233
## tightest hold or removal path, cell delays in order, from the launching register on
cell     delay (ns)
dfxtp_1        0.32
nand2_1        0.05
nand2_1        0.04
## layer usage
layer | track usage (%) | part of all wire, %
met5 | 0 | 0
met4 | 3.45 | 2.0
met3 | 2.92 | 7.1
met2 | 29.8 | 42
met1 | 32.4 | 49
## logic make-up (layout without fill, tap and decap cells)
family | count (synthesis) | count (layout) | synth area share [%]
and+or+nand+nor | 102 | 102 | 21.5
AOI/OAI and AO/OA | 55 | 55 | 15.5
buffers and inverters | 32 | 49 | 5.85
muxes | 30 | 30 | 13.9
DFF | 30 | 30 | 25.3
adders and majority gates | 25 | 25 | 13.5
xor gates and xnor gates | 11 | 11 | 4.37
## power by group
| part | switching (uW) | leakage, uW | internal (uW) |
|---|---|---|---|
| Sequential | 26.1 | 0.000245 | 317 |
| Clock | 127 | 0.0000438 | 120 |
| Combinational | 104 | 0.000748 | 100 |
| Total | 257 | 0.00104 | 537 |
## synth_stat cells (2+ instances only)
cell type  instances
a211oi_1           2
a21oi_1           20
a221oi_1           3
a22o_1             4
a31oi_1            2
and3_1             3
buf_1              2
buf_2              6
clkbuf_1           4
dfxtp_1           30
ha_1              24
inv_1             16
inv_2              2
mux2_1             2
mux2_2             2
mux2i_1           24
mux4_2             2
nand2_1           35
nand2b_1           6
nand3b_1           2
nand4_1            3
nor2_1            30
nor2b_1            6
nor3_1             5
o2111ai_1          4
o211ai_1           3
o21ai_0            2
o21ai_1            6
o221ai_1           2
o31ai_1            3
xnor2_1            9
Power and IR drop assume default switching activity.
